==> config.mk <==
export PLATFORM = sky130hd
export DESIGN_NAME = eight_bit_sub_add
export DESIGN_NICKNAME = eight_bit_sub_add
export VERILOG_FILES = /design/flow/design.v
export SDC_FILE = /design/flow/constraint.sdc
export NUM_CORES = 4
export LEC_CHECK = 1
export CORE_AREA = 10 10 70 70
export DIE_AREA = 0 0 80 80
==> constraint.sdc <==
current_design eight_bit_sub_add

set clk_period 7.5
set clk_io_pct 0.2

create_clock -name clk0 -period $clk_period

set non_clock_inputs [all_inputs -no_clocks]
set_input_delay [expr $clk_period * $clk_io_pct] -clock clk0 $non_clock_inputs
set_output_delay [expr $clk_period * $clk_io_pct] -clock clk0 [all_outputs]
==> design.v <==
module eight_bit_sub_add(output [7:0] D_S, output B_COUT,
    input [7:0] A,B,input B_CIN,SUB_ADD);
    wire n0;
    four_bit_sub_add C0(D_S[3:0],n0,A[3:0],B[3:0],B_CIN,SUB_ADD);
    four_bit_sub_add C1(D_S[7:4],B_COUT,A[7:4],B[7:4],n0,SUB_ADD);
endmodule
module four_bit_sub_add(output [3:0] d_s, output b_cout, 
   input [3:0] a,b, input b_cin,sub_add);
   wire n0,n1,n2;
   fullsubadd C0(d_s[0],n0,a[0],b[0],b_cin,sub_add);
   fullsubadd C1(d_s[1],n1,a[1],b[1],n0,sub_add);
   fullsubadd C2(d_s[2],n2,a[2],b[2],n1,sub_add);	
   fullsubadd C3(d_s[3],b_cout,a[3],b[3],n2,sub_add);
endmodule	
module fullsubadd(output dif_sum,b_cout,
   input x,y,b_cin,sub_add);
   wire n0,n1,n2,n3,n4;
   not    C0(n0,x);
   mux2_1 C1(n1,x,n0,sub_add);
   and    C2(n2,y,n1);
   and    C3(n3,y,b_cin);
   and    C4(n4,n1,b_cin);
   or     C5(b_cout,n2,n3,n4);
   xor    C6(dif_sum,x,y,b_cin);
endmodule
module mux2_1(output o, input i0,i1,sel);
   wire n0,n1,n2;
   not G0(n0,sel);
   and G1(n1,i0,n0);
   and G2(n2,i1,sel);
   or G3(o,n1,n2);	
endmodule
==> run.sh <==
#!/bin/bash
# OpenROAD 26Q1-2900-gdf79404cd8, Yosys 0.63+post, stock flow scripts
make -C /OpenROAD-flow-scripts/flow DESIGN_CONFIG=/design/flow/config.mk WORK_HOME=/design/flow/orfs finish
==> load_flow_metrics.sql <==
-- load yosys + openroad results
INSERT INTO impl_metrics (metric_group, metric, value, unit) VALUES
('outcome', 'outcome', 'finished clean', ''),
('final_timing', 'hold_slack', '4.00', 'ns'),
('routing', 'detailroute.wirelength.met2', '811', 'um'),
('routing', 'route.final.wire_length', '1.91', 'mm'),
('setup_path', 'crit_required', '6.00', 'ns'),
('routing', 'post_drt_wl_per_cell', '11.2', 'um'),
('final_timing', 'fmaxAchievable', '172', 'MHz'),
('synth', 'post_synth_xor_area_fraction', '0.207', ''),
('routing', 'number_of_vias_after_detailed_routing', '778', ''),
('cts', 'postCtsResizedCells', '0', ''),
('min_path', 'min_path_type', 'primary input to output pin', ''),
('synth', 'synth_adder_area_share', '0.0236', ''),
('routing', 'wirelength_met1', '998', 'um'),
('setup_path', 'path_class', 'primary input to output pin', ''),
('job', 'max_cap_violations', '0', ''),
('power_and_ir_drop', 'comb_power_share', '1.000', ''),
('global_route', 'grt_pass1_vias', '688', ''),
('job', 'warnings', '32', ''),
('floorplan', 'floorplan.initialDensity', '0.248', ''),
('synth', 'netlist.area_leader.share', '0.134', ''),
('floorplan', 'io_pins', '27', ''),
('power_and_ir_drop', 'p_seq_frac', '0', ''),
('power_and_ir_drop', 'power_switching_share', '0.408', ''),
('global_route', 'grt_use_total', '0.0550', ''),
('synth', 'synth.comb.largest_family', 'AND-OR/OR-AND gates', ''),
('setup_path', 'cp_max_fo', '24', ''),
('place', 'post_detailed_placement_half_perimeter_wirelength', '1.55', 'mm'),
('final_timing', 'tightestPinTransition', '0.857', 'ns'),
('routing', 'wl_met3', '101', 'um'),
('global_route', 'grt_pass1_wl', '3.07', 'mm'),
('routing', 'route.detailed.drc', '0', ''),
('routing', 'drt.antenna.violating_nets', '0', ''),
('cells_and_area', 'final.clkbuf_count', '0', ''),
('floorplan', 'dieWidth', '80', 'um'),
('final_timing', 'finalHoldViolations', '0', ''),
('global_route', 'global_route.overflow_total', '0', ''),
('synth', 'synth_cell_types', '40', ''),
('synth', 'yosys-stat-cells', '117', ''),
('synth', 'synthesis.yosys.warnings', '0', ''),
('final_timing', 'setup_violations', '0', ''),
('final_timing', 'min_period_over_period', '0.777', ''),
('routing', 'number_of_diodes', '0', ''),
('synth', 'syn_area', '847', 'um^2'),
('synth', 'avg_cell_area_syn', '7.24', 'um^2'),
('synth', 'syn-instance-count', '117', ''),
('final_timing', 'post-route-min-period', '5.83', 'ns'),
('routing', 'drt_iter0_drc', '66', ''),
('synth', 'post_synth_area_from_yosys_stat', '847', 'um^2'),
('power_and_ir_drop', 'power_density', '82.6', 'mW/mm^2'),
('global_route', 'grt_max_degree', '25', ''),
('place', 'number_of_port_buffers', '27', ''),
('routing', 'detailedRoute.firstPassIterationCount', '4', ''),
('final_timing', 'slew_margin_rel', '0.427', ''),
('power_and_ir_drop', 'net-switching-power', '35.0', 'uW'),
('power_and_ir_drop', 'power_report.internal_total', '50.7', 'uW'),
('cts', 'postCtsSetupBuffers', '0', ''),
('floorplan', 'num_rows', '21', ''),
('synth', 'area_share_of_and_or_nand_nor_cells_after_synthesis', '0.263', ''),
('synth', 'ys_seq_share', '0', ''),
('place', 'globalplace.congestion', '0.741', ''),
('floorplan', 'std_cell_core_area', '0.00342', 'mm^2'),
('routing', 'routed.top_layer', 'met3', ''),
('cells_and_area', 'drive_above_1_share', '0.0880', ''),
('synth', 'ys_sh_aoi', '0.331', ''),
('global_route', 'antenna_found_initial', '0', ''),
('cts', 'cts_hold_buffers', '0', ''),
('cells_and_area', 'synthToLayoutAreaGrowth', '22.5', '%'),
('power_and_ir_drop', 'clock_power_share', '0', ''),
('routing', 'routed_via_density', '4.55', ''),
('floorplan', 'overall_die_height', '80', 'um'),
('setup_path', 'worst_ep_arrival_time', '4.33', 'ns'),
('power_and_ir_drop', 'max-vdd-ir-drop', '0.0000384', 'V'),
('cells_and_area', 'seq_cell_count', '0', ''),
('cells_and_area', 'n_fill_cell', '383', ''),
('synth', 'yosys-mux-area-fraction', '0', ''),
('setup_path', 'start_kind', 'primary input', ''),
('power_and_ir_drop', 'p_leak', '0.000335', 'uW'),
('cells_and_area', 'flop_area', '0', 'um^2'),
('floorplan', 'die_area', '0.00640', 'mm^2'),
('final_timing', 'maxSlewViolCount', '0', ''),
('final_timing', 'grt_setup_unrepaired', 'false', ''),
('setup_path', 'crit_path_end_kind', 'output pin', ''),
('synth', 'netlist_top_cells_area', 'xnor2_1, buf_4, xor2_1', ''),
('power_and_ir_drop', 'total_power', '85.6', 'uW'),
('final_timing', 'final_setup_tns', '0', 'ns'),
('synth', 'biggest_area_consumer_among_synthesized_cells', 'xnor2_1', '');
layout by cell type (no fill, tap or decap), types with 3 or more instances in the layout:
| cell type | count |
|---|---|
| xor2_1 | 7 |
| clkdlybuf4s50_1 | 27 |
| o21ai_0 | 6 |
| nor2b_1 | 4 |
| nand2_1 | 5 |
| nand2b_1 | 6 |
| xnor2_1 | 13 |
| inv_1 | 3 |
| a211oi_1 | 3 |
| a31oi_1 | 3 |
| nor2_1 | 7 |
| nand3b_1 | 3 |
| nor3_1 | 3 |
| o22ai_1 | 3 |
| a21oi_1 | 5 |
critical path, stage by stage:
cell,delay [ns]
clkdlybuf4s50_1,0.85
or4_4,0.73
o31ai_4,0.10
o211ai_4,0.15
a311o_1,0.35
nor4_2,0.13
clkdlybuf4s50_1,0.50
final timing paths:
path              slack, ns     end  cells past startpoint    start
setup / recovery       1.67  D_S[6]                      7  SUB_ADD
hold / removal         4.00  D_S[0]                      3    B_CIN
power groups by stage:
stage | logic (uW) | clock network, uW | registers [uW]
final | 85.6 | 0 | 0
after CTS | 87.2 | 0 | 0
after global routing | 95.5 | 0 | 0
layout make-up:
type / instances / area [um^2] / area share
Multi-Input combinational cell: 95 / 698 / 0.673
Timing Repair Buffer: 27 / 270 / 0.261
Tap cell: 46 / 57.6 / 0.0555
Inverter: 3 / 11.3 / 0.0109
layer usage:
layer,global-route usage,vias up
li1,-,426
met1,0.0799,333
met2,0.0867,19
met3,0.0102,0
met4,0,0
met5,0,-
cells in the mapped netlist (2+ instances only):
cell,count
a31oi_1,3
a21oi_1,5
a21boi_0,2
buf_4,11
or2_2,2
xnor2_1,13
nand2_1,5
clkbuf_2,2
buf_6,3
a211oi_1,3
a21oi_2,2
nor2b_1,4
maj3_1,2
nand2b_1,6
nor2_1,7
o21a_1,2
inv_1,3
xor2_1,7
nand3b_1,3
o21ai_0,6
clkbuf_1,2
o22ai_1,3
o31ai_1,2
nor3_1,3
logic make-up after synthesis:
logic type	count (synthesis)
fa+ha+maj	2
compound gates	36
xor+xnor	20
simple gates	37
buf+inv	22
through the flow:
stage,instance area (um^2),util,setup WS [ns],std cells
4_1_cts,1040,0.304,1.65,171
2_1_floorplan,847,-,3.01,117
3_5_place_dp,1040,0.304,1.65,171
6_report,1040,0.304,1.67,171
3_3_place_gp,1040,0.304,1.72,171
5_1_grt,1040,0.304,1.48,171
Power and IR drop assume default switching activity.
