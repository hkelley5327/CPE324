### flow/run.sh
#!/bin/bash
# OpenROAD 26Q1-2900-gdf79404cd8, Yosys 0.63+post, stock flow scripts
make -C /OpenROAD-flow-scripts/flow DESIGN_CONFIG=/design/flow/config.mk WORK_HOME=/design/flow/orfs finish
### flow/design.v
module texter_control(input clk, reset, sw, space, dash_dit, dc_error,
   output reg nxt_bit, nxt_char, out_char, out_space, tm_reset,
   sp_load, back_sp);
  reg [2:0] state;
  reg [2:0] next_state;
  localparam S0 = 3'd0, S1 = 3'd1, S2 = 3'd2, S3 = 3'd3, S4 = 3'd4, S5 = 3'd5;
  always @(state, reset, sw, space, dash_dit, dc_error) begin
	 nxt_bit = 0;
	 nxt_char = 0;
	 out_char = 0; 
	 out_space = 0;
	 tm_reset = 0;
	 sp_load = 0;
	 back_sp = 0;
	 next_state = state;
      case (state)
        0: begin
          if (sw) begin
            tm_reset  = 1;
            nxt_char  = 1;
            next_state = 1;
          end
        end
        1: begin
          if (sw) begin
            next_state = 1;
          end else begin
            if (space) begin
              back_sp   = 1;
              next_state = 0;
            end else begin
				  nxt_bit = 1;
				  if (dash_dit) begin
						sp_load = 1;
				  end
              next_state = 2;
            end
          end
        end
        2: begin
          tm_reset = 1;
          next_state = 3;
        end
        3: begin
          if (sw) begin
            sp_load   = 1;
            next_state = 4;
          end else begin
            if (!dash_dit) begin
              next_state = 3;
            end else begin
              if (dc_error) begin
                next_state = 0;
              end else begin
                out_char = 1;
                next_state = 5;
              end
            end
          end
        end
        4: begin
          tm_reset   = 1;
          next_state = 1;
        end
        5: begin
          if (sw) begin
            nxt_char  = 1;
            tm_reset  = 1;
            next_state = 1;
          end else if (space) begin
            out_space = 1;
            next_state = 0;
          end else begin
            next_state = 5;
          end
        end
      endcase
    end
  always @(posedge clk) begin
    if (reset) begin
		state <= 0;
	 end
	 else begin
		state <= next_state;
	 end
  end
endmodule
### flow/config.mk
export PLATFORM = sky130hd
export DESIGN_NAME = texter_control
export DESIGN_NICKNAME = texter_control
export VERILOG_FILES = /design/flow/design.v
export SDC_FILE = /design/flow/constraint.sdc
export NUM_CORES = 4
export LEC_CHECK = 1
export CORE_AREA = 10 10 70 70
export DIE_AREA = 0 0 80 80
### flow/constraint.sdc
current_design texter_control

set clk_period 1.9
set clk_io_pct 0.2

create_clock -name clk0 -period $clk_period [get_ports {clk}]

set non_clock_inputs [all_inputs -no_clocks]
set_input_delay [expr $clk_period * $clk_io_pct] -clock clk0 $non_clock_inputs
set_output_delay [expr $clk_period * $clk_io_pct] -clock clk0 [all_outputs]
==> flow_summary.toml <==
# flow metrics
[pwr]
sw_share_pct = 22.21
clkPwrFrac_pct = 39.3
worst_ir_drop_vdd_v = 0.0001122
share_comb_of_total_power_pct = 15.5
seqPwrFrac_pct = 45.2
p_leak_nw = 0.2174
power_density_nw_per_um2 = 562.2
power.switching_mw = 0.06594
p_int_mw = 0.2309

[clock_tree]
cts-hold-fix-buffers = 0
clk_latency_ps = 240
tritoncts_num_sinks = 6
cts_tree = "yes"
cts_buffer_depth = 2
cts_made_buffers = 3
cts.htree.levels = 1
cts-root-buf = "clkbuf_4"
clkSlewWorstSetupHoldPaths_ps = 40
postCtsSetupRepairBufs = 0

[synth]
synthDominantCellAreaShare_pct = 41.20
yosys_warnings = 1
ys_sh_adder_pct = 0
synth.mux.area_fraction_pct = 0
synth.logic.top_family = "simple AND/OR/NAND/NOR gates"
biggest_area_consumer_among_synthesized_cells = "dfxtp_1"
synth.area.top_cells = "dfxtp_1 (41%), nand3b_1 (10%), nor3b_2 (8.6%)"
async_sr_flop_fraction_pct = 0
yosys.cell_count.top_type = "dfxtp_1"
synth-area-yosys_um2 = 291.5
yosys-stat-cells = 30
flop_cell = "dfxtp_1"
total_standard_cell_area_after_synthesis_um2 = 291.5
synthSimpleGateAreaFrac_pct = 27.90
compound_area_share_pct = 20.60
synth.cellmix.xorXnorShare_pct = 0
post_synth.cell_area_avg_um2 = 9.718
synthCells = 30
synth.top_cells.by_count = "dfxtp_1 (6), inv_1 (5), nand3b_1 (4)"
ys.flops = 6
synth-edff-count = 0
postSynthSeqShare_pct = 41.20
yosys.cell_types.count = 17

[sta]
timing.fmax_ghz = 0.5567
final_min_period_over_clock_period_pct = 94.55
worst_clock_skew_ps = 0.5239
finalMaxSlewViolations = 0
grt_setup_unrepaired = "false"
worstMarginPinSlew_ps = 175.6
slew_headroom_pct = 88.29
finalWorstPathRequiredPeriod_ps = 1796
hold_violations = 0
setup_viol_count_final = 0
setup_ws_ps = 103.6

[worst_setup_path]
startpoint_of_the_worst_register_to_register_path = "state[3]"
path_cells = "dlygate4sd2_1 -> nand3b_1 -> nor2_1 -> clkdlybuf4s50_1"
critPathBufInv = 2
r2r.worst_path.cells = 3
worst-setup-path-type = "in -> out"
cp.required_ps = 1520
crit_arrival_ps = 1420
worst-r2r-setup-slack_ps = 1050
r2r-end = "state[2]"
cp-startpoint = "dc_error"
crit_slowest_cell = "clkdlybuf4s50_1"
critical_path_peak_fanout = 2
critical_path.startpoint_type = "input pin"
cp_top_family = "buffers and inverters"
slowest_delay_ps = 480
worst_setup_path_end_kind = "output pin"

[global_route]
groute.layer.met1.usage_pct = 3.954
first_global_vias = 303
grt_most_used_layer = "met2"
grt_pass1_wl_um = 1497
met2_layer_usage_reported_by_global_route_pct = 4.254
grt_util_all_layers_pct = 3.019
antenna_found_initial = 0
grt_start_max_net_pins = 6
grt_overflow = 0
fraction_of_met3_tracks_used_by_global_routing_pct = 1.818

[placement]
port_buffers = 12
detailedPlace.worstSlack_ps = -191.1
gp_congestion = 0.7716
placed_cell_area_um2 = 510.5
dp_hpwl_um = 742.1

[finish]
synthToLayoutAreaGrowth_pct = 81.12
largestRegisters = "state (6)"
largest_register_ffs = 6
regMostFlops = "state"
fraction_of_final_layout_cells_sized_beyond_drive_strength_1_pct = 33.33
fill_cells = 390
stdcell_area_um2 = 528.0

[route]
detail_route.drc_violations = 0
drt-initial-drc-count = 38
routed_wire_length_per_instance_um = 9.330
dr.pass1.iters = 2
post_drt_via_cell_ratio = 3.021
routed_wl_um = 905
postRouteAntennaNets = 0
antenna_cells = 0
via_count = 293

[die]
placement_rows = 21
pin_count = 13
core_area_um2 = 3416
floorplan.initialDensity_pct = 8.535
die.size.x_um = 80
floorplan.die.height_um = 80
floorplan.die_area_um2 = 6400

[min_path]
whs_endpoint = "state[5]"
worst_hold_path.num_cells = 1
hold_path.startpoint = "state[2]"
min-delay-path-class = "reg -> reg"

[outcome]
status = "completed"

[job]
drv_cap = 0
stage_log_warnings = 25
-- how the worst max path moves through the flow --
stage	end	slack (ps)	cells after the start
CTS	sp_load	20	4
global route	sp_load	40	3
finish	out_char	100	4
-- cells by family (layout without fill, tap and decap cells) --
kind of cell,Yosys count,after routing
AND/OR/NAND/NOR,11,11
buffers and inverters,6,27
flip-flops,6,6
AND-OR/OR-AND,7,7
-- power by group through the flow --
stage	clock, mW	combinational, mW	sequential (mW)
global route	0.133	0.0503	0.134
finish	0.117	0.0460	0.134
CTS	0.121	0.0453	0.134
-- cells in the final DEF (no fill, tap or decap), drive strengths merged --
cell / n
and3: 1
a211oi: 1
a31oi: 2
nand2: 1
o21a: 1
nand3b: 4
inv: 5
buf: 7
clkdlybuf4s50: 8
dfxtp: 6
dlygate4sd2: 2
a22o: 1
and2: 1
nor3b: 2
nand2b: 1
o2111ai: 1
o21ai: 1
clkbuf: 5
nor2: 1
-- stage by stage --
step,util (%),TNS (ps),hold WS (ps),total power [mW],cells
final,15.46,0,482.2,0.2968,97
after global routing,15.46,0,494.4,0.3178,97
after CTS,15.46,0,480.6,0.2996,97
after detailed placement,14.95,-944.8,469.2,0.1836,94
after global placement,14.95,-951.9,456.6,0.1837,94
after floorplan,-,0,431.7,0.1504,30
-- final cells by class --
| cell class | instances | area (um^2) | share of cell area, % |
|---|---|---|---|
| inverters | 5 | 18.77 | 3.555 |
| well taps | 46 | 57.56 | 10.90 |
| clock buffers | 3 | 22.52 | 4.265 |
| flip-flops and latches | 6 | 121.4 | 22.99 |
| repair buffers | 19 | 160.2 | 30.33 |
| multi-input cells | 18 | 147.6 | 27.96 |
-- worst register-to-register path: cells and delay by family, from the launching register on --
family        cells  cell delay [ps]
buf+inv           1              130
simple gates      2              290
flops             1              330
-- routing by layer --
metal	part of all wire (%)	wire length [um]
met2	39	351
met5	0	0
met4	0.77	7
met1	50	449
met3	10	95
-- what timing repair did --
item	4_1_cts	5_1_grt
endpoints found under the setup margin	7	2
resized	4	6
pin swaps	2	2
Power figures rest on the tool's default switching activity, not on a simulated workload.
